### design/flow/run.sh
#!/bin/bash
# OpenROAD 26Q1-2900-gdf79404cd8, Yosys 0.63+post, stock flow scripts
make -C /OpenROAD-flow-scripts/flow DESIGN_CONFIG=/design/flow/config.mk WORK_HOME=/design/flow/orfs finish
### design/flow/config.mk
export PLATFORM = sky130hd
export DESIGN_NAME = bitupdown
export DESIGN_NICKNAME = bitupdown
export VERILOG_FILES = /design/flow/design.v
export SDC_FILE = /design/flow/constraint.sdc
export NUM_CORES = 4
export LEC_CHECK = 1
export CORE_AREA = 10 10 71 71
export DIE_AREA = 0 0 81 81
### design/flow/constraint.sdc
current_design bitupdown

set clk_period 2.6
set clk_io_pct 0.2

create_clock -name clk0 -period $clk_period [get_ports {clk}]

set non_clock_inputs [all_inputs -no_clocks]
set_input_delay [expr $clk_period * $clk_io_pct] -clock clk0 $non_clock_inputs
set_output_delay [expr $clk_period * $clk_io_pct] -clock clk0 [all_outputs]
### design/flow/design.v
module bitupdown( clk,enable,reset,mode, count,tc);
input clk,enable,reset,mode;
output reg [7:0]count;
output reg tc;
always @(posedge clk)
begin
	if(enable)
	begin
	if(reset)
	begin
	count=0;
	tc=0;
	end
	if(mode==0)
	begin
	count=count+1;
	if(count==255)
	tc=1;
	else
	tc=0;
	end
	else
	begin
	count=count-1;
	if(count==0)
	tc=1;
	else
	tc=0;
	end
	end
 end
endmodule
==> flow_summary.yaml <==
# physical design summary
detailed_routing:
  antenna-diode-count: 0
  totalWireLength_um: 1824
  drc: 0
  via_per_inst: 4.517
  via_count: 664
  ant_nets: 0
  drt-initial-drc-count: 98
  post_drt_wl_per_cell_um: 12.41
  drtPass1Iterations: 4
critical_path:
  endpoint_kind: "flop"
  start_kind: "primary input"
  crit_fanout: 5
  critical_path_arrival_ns: 2.17
  crit_start: "reset"
  crit_type: "in2reg"
  crit_required_ns: 2.59
  r2r_start: "count[1]$_DFFE_PP_"
clock_network:
  cts_resized: 0
  cts_made_buffers: 3
  holdBufCountCts: 0
  cts_max_level: 1
  cts_setup_buffers: 0
  tritoncts: "done"
  clkTransAtPathRegs_ns: 0.05
  ctsLongestPathBuffers: 2
  cts_root_buf: "clkbuf_8"
  clock_latency_ns: 0.23
  clock-sinks: 9
place:
  dpl_cell_area_um2: 974.7
  dp.cells: 143
  portBuffers: 12
  routabilityCongestion: 0.8426
  dp_worst_setup_slack_ns: 0.1995
  place_hpwl_um: 1401
synthesis:
  synthCells: 85
  ys_types: 36
  mappedNetlistArea_um2: 802.0
  topCellsByArea: "edfxtp_1 (34%), ha_1 (6.2%), mux2i_1 (6.2%)"
  largest_area_cell: "edfxtp_1"
  avgSynthCellArea_um2: 9.436
  yosysCellCount: 85
  ys_seq_elements: 9
  yosysSeqAreaShare_pct: 33.70
  top_cell_area_share_pct: 33.70
  yosysChipArea_um2: 802.0
  synth_warnings: 1
final_timing:
  max_freq_mhz: 458.1
  hold_viol_final: 0
  rsz0062_at_grt: "no"
  post-route-period-util_pct: 83.95
  setup_violations: 0
  fin_setup_tns_ns: 0
  finalCriticalPeriod_ns: 2.183
  fin_ws_ns: 0.4172
  fin_skew_ns: 0.004492
  tightest_slew_ns: 0.4486
  finalMaxSlewViolations: 0
  slew_headroom_pct: 70.00
grt:
  grt_pass1_wl_um: 3105
  grt_pass1_vias: 678
  antenna_found_initial: 0
  grt_max_degree: 15
  grtUsageTotal_pct: 5.813
  grt_overflow_total: 0
cells_and_area:
  final_layout_size_suffix_gt1_share_pct: 13.13
  syn_to_final_growth_pct: 27.15
  stdcell_count: 147
  final_cell_area_um2: 1020
outcome:
  status: "finished clean"
job:
  cap_violations: 0
  warnings: 28
floorplanning:
  die_area_um2: 6561
  die_h_um: 81
  core_area_um2: 3633
  ios: 13
  die_x_um: 81
  rows: 22
  fp_util_pct: 22.07
hold_path:
  hold_class: "reg2reg"
  min_from: "count[0]$_DFFE_PP_"
power:
  p_total_w: 0.0004700
  leakagePower_nw: 0.3797
  ir_worst_vdd_mv: 0.1856
  powerDensity_nw_per_um2: 460.9
[placed cells by master (no fill, tap or decap), drive strengths merged, types with 3 or more instances in the layout]
cell	instances
clkdlybuf4s50	12
edfxtp	9
o21ai	8
nand2	7
nor2	7
mux2i	5
nand3	5
nand2b	4
ha	4
clkbuf	4
xnor2	3
xor2	3
nor3	3
[layer usage]
layer | part of all wire, % | up-vias | global-route usage, %
met5 | 0 | - | 0
met1 | 51 | 305 | 7.761
met4 | 0 | 0 | 1.557
met3 | 7.4 | 0 | 2.561
li1 | - | 339 | -
met2 | 42 | 20 | 8.439
[per-stage QoR]
stage	utilization (%)	hold WS [ns]
floorplan	-	0.6325
global route	28.06	0.8580
CTS	28.06	0.8133
finish	28.06	0.8123
detailed placement	26.83	0.7926
global placement	26.83	0.7938
[worst paths after layout]
check                                          end  slack [ns]  depth (start not counted)
worst min-delay path            count[0]$_DFFE_PP_        0.81                          1
worst max register to register  count[4]$_DFFE_PP_        0.72                          7
worst min register to register  count[0]$_DFFE_PP_        0.81                          1
worst max-delay path            count[4]$_DFFE_PP_        0.42                          8
[sequential cells by signal, summed over array words and instances (netlist names)]
register	flops
tc	1
count	8
[cells in the mapped netlist]
cell	instances
nand4b_1	1
o21a_1	1
nand2_1	7
a21o_1	2
nand3_1	4
and4bb_2	1
and4_1	1
nor2_1	7
inv_2	2
buf_4	1
xor2_1	3
and4b_1	1
nor3_2	1
nand4_1	1
a21oi_1	2
o211ai_1	1
o32ai_2	1
o31a_1	1
xnor2_1	3
and4b_4	1
and2b_1	2
nor3b_1	1
buf_2	3
o21ai_2	1
nand3_2	1
nor3_1	2
or2b_1	1
mux2i_1	5
ha_1	4
o21ai_0	5
nand2b_1	4
or3_1	1
edfxtp_1	9
o21ai_1	2
nand3b_1	1
o32ai_1	1
[cell type report]
class,count,area [µm²]
multi-input cells,70,501.7
well taps,48,60.06
clock buffers,4,45.04
repair buffers,14,135.1
flip-flops and latches,9,270.3
inverters,2,7.507
fillers,394,2614
[power by group]
| part | internal [W] | leakage [nW] | switching [W] |
|---|---|---|---|
| Clock | 0.000107 | 0.0228 | 0.0000551 |
| Sequential | 0.000178 | 0.0890 | 0.0000255 |
| Combinational | 0.0000581 | 0.268 | 0.0000467 |
| Total | 0.000343 | 0.380 | 0.000127 |
[critical path, cell delays in order]
cell             delay, ns
clkdlybuf4s50_1       0.52
nand2b_1              0.20
ha_1                  0.28
nand2_1               0.13
nor3_1                0.15
o21ai_1               0.09
o31a_1                0.11
o21a_1                0.16
[kinds of logic after synthesis]
logic type	Yosys count	share of synthesized area, %
and+or+nand+nor	38	28.86
AOI/OAI and AO/OA	17	14.67
DFF	9	33.70
xor gates and xnor gates	6	6.553
buffers and inverters	6	3.744
muxes	5	6.240
adders and majority gates	4	6.240
Power and IR drop assume default switching activity.
