===== ./config.mk =====
export PLATFORM = sky130hd
export DESIGN_NAME = fa_32
export DESIGN_NICKNAME = fa_32
export VERILOG_FILES = /design/flow/design.v
export SDC_FILE = /design/flow/constraint.sdc
export NUM_CORES = 4
export LEC_CHECK = 1
export CORE_UTILIZATION = 50

===== ./constraint.sdc =====
current_design fa_32

set clk_period 16.6
set clk_io_pct 0.2

create_clock -name clk0 -period $clk_period

set non_clock_inputs [all_inputs -no_clocks]
set_input_delay [expr $clk_period * $clk_io_pct] -clock clk0 $non_clock_inputs
set_output_delay [expr $clk_period * $clk_io_pct] -clock clk0 [all_outputs]

===== ./design.v =====
module fa_32(a,b,sum,dif,pdt, cout);
input [31:0]a;
input [31:0]b;
output [32:0]sum;
output[32:0]dif;
output[32:0]pdt;
output cout;
reg [32:0]sum;
reg [32:0]dif;
reg [32:0]pdt;
reg cout;
always @(a or b )begin 
sum = {1'b0,a}+ {1'b0,b};
dif = {1'b1,a}- {1'b0,b};
pdt = {1'b0,a}* {1'b0,b};
if(sum[32])begin
	cout=1;
	end
else begin
	cout=0;
	end
end
endmodule
module fa_32tb;
reg [31:0]abit;
reg [31:0]bbit;
wire [32:0]s;
wire [32:0]d;
wire [32:0]p;
wire c,cin1;
initial 
begin
abit = 0;
bbit = 0;
#20 abit=2; bbit=1;
#20 abit=24; bbit=2;
#20 abit=16; bbit=2;
#20 abit=11; bbit=5;
#40;
end
initial 
begin
$dumpfile("fa32.vcd");
$dumpvars(0,fa_32tb);
$display("time  \t \t   abit   \t \t    bbit \t \t \t sum  \t \t \t \t cout \t \t  dif  \t \t \t pdt");
$monitor("%2d %32b %32b %32b %1b %32b \n %32b",$time,abit,bbit,s,c,d,p);
end
fa_32 obj(
.a(abit),
.b(bbit),
.sum(s),
.cout(c),
.dif(d),
.pdt(p)
);
endmodule

===== ./run.sh =====
#!/bin/bash
# OpenROAD 26Q1-2900-gdf79404cd8, Yosys 0.63+post, stock flow scripts
make -C /OpenROAD-flow-scripts/flow DESIGN_CONFIG=/design/flow/config.mk WORK_HOME=/design/flow/orfs finish

==> summary.txt <==
Here are the numbers from the latest Yosys + OpenROAD run.

The leading cell type by number of instances after synthesis is sky130_fd_sc_hd__inv_1. The routability congestion estimate came out at 0.935. The die width is 201 um. The setup TNS is 0 ns. The wire length of the first global-routing pass is 96.5 mm.

The maximum achievable frequency is 66.8 MHz. The main area contributors are sky130_fd_sc_hd__fa_1, sky130_fd_sc_hd__ha_1, sky130_fd_sc_hd__inv_1. The worst path arrival time came out at 11.66 ns. The number of instances in the synthesized netlist is 2323. STA classifies the critical path endpoint as a primary output. According to the hold report, the worst path is of the in2out type. The floorplan has 72 rows. The total I/O pin count came out at 164. In this run, the synthesized area fraction spent on xor and xnor cells is recorded as 5.99%. The total number of warnings across the stage logs is 64.

Setup repair after global routing left no endpoint under its margin. The adder and majority gate portion of the synthesized area is 56.6%. For the worst setup path, the data required time is 13.28 ns.

The number of vias in the routed layout is 15600. The average instance in the mapped netlist occupies 8.49 um^2. The detailed router finished its first iteration with 697 violations.

According to the cell report, flip-flops and latches in the layout number 0. Following the worst setup path forward leads to its endpoint at pdt[32]. Cells with a size suffix above 1 make up 2.60% of the layout. The total of hold buffers inserted after clock tree synthesis is 0. After legalization and detailed placement, the total HPWL measured 48.1 mm. The final standard cell area without fillers came out at 21900 um^2. STA classifies the critical path startpoint as an input port. The area of the core came out at 38800 um^2. The largest net degree at the start of global routing is 34.

The count of TritonRoute iterations in the first routing pass is 4. The number of global-route vias before repair is 17300.

The fraction of the cycle the final worst path needs came out at 90.2%. The time the final worst path needs with I/O delays and setup is 14.98 ns. The initial cell density of the core is 50.8%.

After synthesis, the design contains 2323 cells according to Yosys. The max-slew violation count is 0. After synthesis, flip-flops and latches occupy 0% of the total area. The actual transition at the worst max-transition pin came out at 1.01 ns.

The portion of netlist area occupied by mux cells is 0%. The final tally of hold violations came out at 0. The yosys stat chip area came out at 19700 um^2. The number of distinct standard cells referenced by the synthesized netlist is 66. The yosys synthesis warning count came out at 1. After clock tree synthesis, the repair step resized 0 gates. The final design utilization is 56.4%. The routed layout reports a DRC error count of 0. The synthesized netlist devotes 7.03% of its cell area to compound gates.

The worst hold margin is 7.94 ns. Relative to the synthesized area, the layout overhead comes to 11.1%. The initial antenna violation count is 4. The highest fanout seen on the critical path is 18. The simple-gate share of the synthesized area is 18.8%.

Once detail routing completed, the nets flagged for antenna violations numbered 0. The number of port buffers came out at 164. Recorded from the global router log, the overflow total was 0. The headroom to the max-slew limit is 32.3%.

The post-detailed-routing wire length came out at 59.6 mm. The average wire per standard cell is 20.3 um. In this run the vertical extent of the chip is 201 um. The cell area after technology mapping is 19700 um^2. Ranked by instance count, the synthesized netlist is headed by sky130_fd_sc_hd__inv_1, sky130_fd_sc_hd__fa_1, sky130_fd_sc_hd__nand2_1.

The total cell area at the placement stage came out at 21900 um^2. Of all cell types, the one taking the most synthesized area is sky130_fd_sc_hd__fa_1. The global-route total usage across every layer is 33.9%. The buffer count from post-CTS setup fixing came out at 0. Grouping non-sequential cells by family puts the most area in adder cells. The number of failing setup endpoints in the final timing report came out at 0.

The max-cap violation count came out at 0. The sequential standard cell area came out at 0 um^2. The launch point of the critical path was reported as b[2]. The vias per cell is 5.31. The worst setup path is of the in2out kind. The top cell type's share of synthesized area is 44.6%. The number of clock-tree buffers in the layout came out at 0. The flow ran to the end, and the final reports show no timing, DRC or antenna violations. The overall die size recorded for this design is 40300 um^2.
## critical path, cell delays in order
cell                              delay, ns
sky130_fd_sc_hd__clkdlybuf4s50_1       0.89
sky130_fd_sc_hd__and2_1                0.43
sky130_fd_sc_hd__fa_1                  0.55
sky130_fd_sc_hd__inv_1                 0.05
sky130_fd_sc_hd__fa_1                  0.49
sky130_fd_sc_hd__fa_1                  0.43
sky130_fd_sc_hd__fa_1                  0.55
sky130_fd_sc_hd__inv_1                 0.04
sky130_fd_sc_hd__ha_1                  0.27
sky130_fd_sc_hd__ha_1                  0.29
sky130_fd_sc_hd__fa_1                  0.50
sky130_fd_sc_hd__fa_1                  0.41
sky130_fd_sc_hd__ha_1                  0.34
sky130_fd_sc_hd__a21oi_1               0.23
sky130_fd_sc_hd__nand2_1               0.25
sky130_fd_sc_hd__nor4b_1               0.52
sky130_fd_sc_hd__buf_4                 0.24
sky130_fd_sc_hd__o31ai_1               0.13
sky130_fd_sc_hd__o41ai_1               0.31
sky130_fd_sc_hd__buf_4                 0.24
sky130_fd_sc_hd__or3_1                 0.16
sky130_fd_sc_hd__a21oi_1               0.09
sky130_fd_sc_hd__nor4_1                0.24
sky130_fd_sc_hd__xnor2_1               0.16
sky130_fd_sc_hd__clkdlybuf4s50_1       0.48
## worst min path at each step
stage,cells after the start,startpoint,endpoint,slack (ns)
6_report,4,a[0],pdt[0],7.94
5_1_grt,4,a[0],pdt[0],7.97
4_1_cts,4,a[0],pdt[0],7.94
## kinds of logic after synthesis
logic type      Yosys count
compound gates          204
xor+xnor                135
fa+ha+maj               628
buf+inv                 602
simple gates            754
## cell type report
cell class	count	area [um^2]
multi-input cells	1721	17400
fillers	3532	16900
repair buffers	209	1980
inverters	489	1840
well taps	518	648
diodes	1	2.50
## cells in the final DEF (no fill, tap or decap), types with 3 or more instances in the layout
cell,n
sky130_fd_sc_hd__a211o_1,3
sky130_fd_sc_hd__a211oi_1,4
sky130_fd_sc_hd__a21o_1,21
sky130_fd_sc_hd__a21oi_1,63
sky130_fd_sc_hd__a221oi_1,5
sky130_fd_sc_hd__a22oi_1,3
sky130_fd_sc_hd__a311oi_1,3
sky130_fd_sc_hd__a31oi_1,8
sky130_fd_sc_hd__and2_1,242
sky130_fd_sc_hd__and3_1,6
sky130_fd_sc_hd__buf_4,45
sky130_fd_sc_hd__clkdlybuf4s50_1,164
sky130_fd_sc_hd__fa_1,440
sky130_fd_sc_hd__ha_1,188
sky130_fd_sc_hd__inv_1,485
sky130_fd_sc_hd__inv_2,3
sky130_fd_sc_hd__nand2_1,283
sky130_fd_sc_hd__nand2b_1,7
sky130_fd_sc_hd__nand3_1,8
sky130_fd_sc_hd__nand4_1,8
sky130_fd_sc_hd__nor2_1,132
sky130_fd_sc_hd__nor2b_1,25
sky130_fd_sc_hd__nor3_1,13
sky130_fd_sc_hd__nor3b_1,3
sky130_fd_sc_hd__nor4_1,3
sky130_fd_sc_hd__nor4b_1,3
sky130_fd_sc_hd__o211ai_1,5
sky130_fd_sc_hd__o21a_1,7
sky130_fd_sc_hd__o21ai_0,23
sky130_fd_sc_hd__o21ai_1,10
sky130_fd_sc_hd__o21bai_1,18
sky130_fd_sc_hd__o31ai_1,7
sky130_fd_sc_hd__o41ai_1,3
sky130_fd_sc_hd__or2_2,3
sky130_fd_sc_hd__or3_1,9
sky130_fd_sc_hd__xnor2_1,106
sky130_fd_sc_hd__xor2_1,29
## layer usage
metal | up-vias | part of all wire [%] | global-route usage, %
li1 | 7118 | - | -
met1 | 7740 | 38 | 45.9
met2 | 608 | 49 | 53.7
met3 | 120 | 9.1 | 11.5
met4 | 2 | 4.1 | 10.3
met5 | - | 0.12 | 1.31
## through the flow
step / setup WS, ns / std cells
after detailed placement: 1.67 / 2937
after floorplan: 3.40 / 2323
after global routing: 1.24 / 2938
final: 1.62 / 2938
after CTS: 1.66 / 2937
after global placement: 1.80 / 2937
