**design/flow/run.sh**
```bash
#!/bin/bash
# OpenROAD 26Q1-2900-gdf79404cd8, Yosys 0.63+post, stock flow scripts
make -C /OpenROAD-flow-scripts/flow DESIGN_CONFIG=/design/flow/config.mk WORK_HOME=/design/flow/orfs finish
```
**design/flow/config.mk**
```make
export PLATFORM = sky130hd
export DESIGN_NAME = adder32
export DESIGN_NICKNAME = adder32
export VERILOG_FILES = /design/flow/design.v
export SDC_FILE = /design/flow/constraint.sdc
export NUM_CORES = 4
export LEC_CHECK = 1
export CORE_AREA = 10 10 112 112
export DIE_AREA = 0 0 122 122
```
**design/flow/constraint.sdc**
```tcl
current_design adder32

set clk_period 16.6
set clk_io_pct 0.2

create_clock -name clk0 -period $clk_period

set non_clock_inputs [all_inputs -no_clocks]
set_input_delay [expr $clk_period * $clk_io_pct] -clock clk0 $non_clock_inputs
set_output_delay [expr $clk_period * $clk_io_pct] -clock clk0 [all_outputs]
```
**design/flow/design.v**
```verilog
module adder32(a,b,s);
input[31:0] a;
input[31:0] b; 
output[31:0] s;
assign s=a-b;
endmodule
```
==> results.yml <==
# generated from flow reports
yosys:
  yosys.area.top_type_share_pct: 21.1
  synthDistinctLibCells: 42
  yosys.stat.seqShare_pct: 0
  postSynthCellCount: 279
  synthTopCellsByArea: "ha_1 (21%), inv_1 (8.4%), xnor2_1 (7.6%)"
  ys_cells: 279
  syn_area_mm2: 0.00184
  yosysTopAreaCell: "ha_1"
  syn_area_per_cell_um2: 6.59
  ys_chip_area_mm2: 0.00184
  ys_warn_count: 0
detailed_routing:
  vias: 2182
  drc_errors: 0
  first_pass_iters: 4
  drt_iter0_drc: 60
  wl_per_cell_um: 13.2
  vias_per_cell: 4.34
  drt_wl_total_um: 6630
  insertedDiodeCount: 0
  postRouteAntennaNets: 0
worst_setup_path:
  cp.arrival_ns: 6.22
  cp_cell_sequence: "clkdlybuf4s50_1, inv_1, ha_1, fa_1, nor2b_1, o2111ai_1, nand2_1, a31o_4, a21oi_2, o311ai_1, xor2_1, clkdlybuf4s50_1"
  slowest_stage: "clkdlybuf4s50_1"
  critical_path.startpoint: "a[0]"
  cp_max_fo: 3
  cp.required_ns: 13.28
  max_stage_delay_ns: 0.50
  criticalPathCategory: "input pin to output port"
  cp-end-kind: "output port"
  start_kind: "input pin"
  path_common_cell: "clkdlybuf4s50_1"
final_timing:
  period_needed_ns: 9.54
  max_freq_mhz: 105
  relSlewSlack_pct: 69.9
  setup_viol: 0
  post-route-period-util_pct: 57.5
  hold_viol: 0
  tns_ns: 0
  rsz0062_at_grt: "false"
  finalMaxSlewViolations: 0
  whs_ns: 7.64
  tightest_slew_ns: 0.447
final_layout:
  area_delta_synth_final_pct: 59.8
  drive_gt1_share_pct: 1.91
  flops: 0
  ff_latch_area_um2: 0
  stdcell_count: 503
  clkbuf_count: 0
die:
  core_mm2: 0.0102
  fp_util_pct: 18.0
  boundaryPins: 96
  die_w_um: 122
  die_y_um: 122
  rows: 37
  die_area_mm2: 0.0149
worst_hold_path:
  worstHoldStart: "b[0]"
  hp-class: "input pin to output port"
  holdPathStages: 4
power:
  leakagePower_uw: 0.00134
  ir_drop_mv: 0.0142
  power_density_mw_per_mm2: 40.4
  p_total_uw: 119
global_route:
  grt_overflow_total: 0
  grt_max_degree: 10
  track_usage_pct: 8.63
  grt_pass1_wl_um: 10800
  grt_pass1_vias: 2232
  antenna_found_initial: 1
status:
  status: "finished clean"
flow_run:
  warning_count: 32
  cap_violations: 0
clock_tree:
  cts_setup_buffers: 0
  cts_resized: 0
  ctsHoldBuffers: 0
place:
  io_buffers: 96
  dp.cells: 503
  place_hpwl_um: 5910
  gp_congestion: 0.867
## placed cells by master (no fill, tap or decap), types with 2 or more instances in the layout
master and instances:
clkdlybuf4s50_1 96, inv_1 41, ha_1 31, nand2_1 28, a21oi_1 24, nor2_1 23
o21ai_0 16, xnor2_1 16, a21o_1 15, xor2_1 11, nand4_1 8, o21a_1 6
o21bai_1 5, nand2b_1 4, o21ai_1 4, nor3_1 4, and3_1 3, nor2b_1 3
a211oi_1 2, a21oi_2 2, a21boi_0 2, o2111ai_1 2, a2111oi_0 2, o311ai_1 2
## kinds of logic after synthesis
family          Yosys count  share of synthesized area [%]
compound gates           95                           36.2
simple gates             76                           18.7
buf+inv                  49                           10.1
fa+ha+maj                32                           22.2
xor+xnor                 27                           12.9
## critical path: cells and delay by family
kind / cells / cell delay [ns]
compound gates: 4 / 0.77
xor+xnor: 1 / 0.18
fa+ha+maj: 2 / 0.61
buf+inv: 3 / 0.99
simple gates: 2 / 0.35
## worst paths after layout
check / end / slack (ns)
setup / recovery: s[30] / 7.06
hold / removal: s[0] / 7.64
## per-stage QoR
stage               cell area [um2]  setup slack [ns]  util, %
floorplan                      1840              8.19        -
CTS                            2940              7.02     28.7
detailed placement             2940              7.03     28.7
global placement               2940              7.07     28.7
global route                   2940              6.74     28.7
finish                         2940              7.06     28.7
## layer usage
metal	up-vias	part of all wire, %	global-route usage [%]
met4	2	0.030	0
met5	-	0.17	0
met3	2	8.3	2.44
met2	68	44	14.3
met1	951	47	11.6
li1	1159	-	-
## final cells by class
| class | count | area (um2) |
|---|---|---|
| Multi-Input combinational cell | 230 | 1650 |
| Timing Repair Buffer | 96 | 961 |
| Inverter | 41 | 154 |
| Fill cell | 1096 | 7290 |
| Tap cell | 136 | 170 |
## Yosys cell counts, types with 5 or more instances
library cell	count
o21a_1	6
a21oi_1	24
inv_1	41
o21bai_1	5
ha_1	31
o21ai_0	16
a21o_1	15
xnor2_1	16
nand4_1	8
nand2_1	28
clkbuf_1	7
xor2_1	11
nor2_1	23
## where the power goes
group          leakage (uW)  switching (uW)  internal [uW]
combinational       0.00134            48.4           70.2
clock                     0               0              0
sequential                0               0              0
Power and IR drop assume default switching activity.
